--- flow/design.v ---
`timescale 1ns / 1ps
module IF_ID(
    input clk,
    input [31:0] pc_in,
    output reg [31:0] pc_out,
    input [31:0] instruction_in,
    output reg [31:0] instruction_out
);
    always @ (posedge clk) begin
        pc_out <= pc_in;
        instruction_out <= instruction_in;
    end
endmodule : IF_ID
module ID_EX (
    input clk,
    input branch_in,
    input memRead_in,
    input memToReg_in,
    input [1:0] ALUop_in,
    input memWrite_in,
    input ALUsrc_in,
    input regWrite_in,
    input jump_in,
    input jump_return_in,
    output reg branch_out,
    output reg memRead_out,
    output reg memToReg_out,
    output reg [1:0] ALUop_out,
    output reg memWrite_out,
    output reg ALUsrc_out,
    output reg regWrite_out,
    output reg jump_out,
    output reg jump_return_out,
    input [31:0] pc_in,
    output reg [31:0] pc_out,
    input [31:0] read_data_1_in,
    output reg [31:0] read_data_1_out,
    input [31:0] read_data_2_in,
    output reg [31:0] read_data_2_out,
    input [31:0] immediate_in,
    output reg [31:0] immediate_out,
    input [3:0] funct3_in,
    output reg [3:0] funct3_out,
    input [4:0] rd_in,
    output reg [4:0] rd_out
);
    always @ (posedge clk) begin
        branch_out <= branch_in;
        memRead_out <= memRead_in;
        memToReg_out <= memToReg_in;
        ALUop_out <= ALUop_in;
        memWrite_out <= memWrite_in;
        ALUsrc_out <= ALUsrc_in;
        regWrite_out <= regWrite_in;
        jump_out <= jump_in;
        jump_return_out <= jump_return_in;
        pc_out <= pc_in;
        read_data_1_out <= read_data_1_in;
        read_data_2_out <= read_data_2_in;
        immediate_out <= immediate_in;
        funct3_out <= funct3_in;
        rd_out <= rd_in;
    end
endmodule : ID_EX
module EX_MEM (
    input clk,
    input branch_in,
    input memRead_in,
    input memToReg_in,
    input memWrite_in,
    input regWrite_in,
    input jump_in,
    input jump_return_in,
    output reg branch_out,
    output reg memRead_out,
    output reg memToReg_out,
    output reg memWrite_out,
    output reg regWrite_out,
    output reg jump_out,
    output reg jump_return_out, 
    input [31:0] pc_in,
    output reg [31:0] pc_out,
    input [31:0] branch_destination_in,
    output reg [31:0] branch_destination_out,
    input zero_in,
    output reg zero_out,
    input lt_zero_in,
    output reg lt_zero_out,
    input [1:0] bType_in,
    output reg [1:0] bType_out,
    input asByte_in,
    output reg asByte_out,
    input asUnsigned_in,
    output reg asUnsigned_out,
    input [31:0] ALU_result_in,
    output reg [31:0] ALU_result_out,
    input [31:0] read_data_2_in,
    output reg [31:0] read_data_2_out,
    input [4:0] rd_in,
    output reg [31:0] rd_out
);
    always @ (posedge clk) begin
        branch_out <= branch_in;
        memRead_out <= memRead_in;
        memToReg_out <= memToReg_in;
        memWrite_out <= memWrite_in;
        regWrite_out <= regWrite_in;
        jump_out <= jump_in;
        jump_return_out <= jump_return_in;
        pc_out  <= pc_in;
        branch_destination_out <= branch_destination_in;
        zero_out <= zero_in;
        lt_zero_out <= lt_zero_in;
        bType_out <= bType_in;
        asByte_out <= asByte_in;
        asUnsigned_out <= asUnsigned_in;
        ALU_result_out <= ALU_result_in;
        read_data_2_out <= read_data_2_in;
        rd_out <= rd_in;
    end
endmodule : EX_MEM
module MEM_WB (
    input clk,
    input memToReg_in,
    input regWrite_in,
    input jump_in,
    output reg memToReg_out,
    output reg regWrite_out,
    output reg jump_out,
    input [31:0] pc_in,
    output reg [31:0] pc_out,
    input [31:0] read_data_in,
    output reg [31:0] read_data_out,
    input [31:0] ALU_result_in,
    output reg [31:0] ALU_result_out,
    input [4:0] rd_in,
    output reg [31:0] rd_out
);
    always @ (posedge clk) begin
            memToReg_out <= memToReg_in;
            regWrite_out <= regWrite_in;
            jump_out <= jump_in;
            pc_out  <= pc_in;
            read_data_out <= read_data_in;
            ALU_result_out <= ALU_result_in;
            rd_out <= rd_in;
        end
endmodule : MEM_WB
--- flow/run.sh ---
#!/bin/bash
# OpenROAD 26Q1-2900-gdf79404cd8, Yosys 0.63+post, stock flow scripts
make -C /OpenROAD-flow-scripts/flow DESIGN_CONFIG=/design/flow/config.mk WORK_HOME=/design/flow/orfs finish
--- flow/config.mk ---
export PLATFORM = sky130hd
export DESIGN_NAME = EX_MEM
export DESIGN_NICKNAME = EX_MEM
export VERILOG_FILES = /design/flow/design.v
export SDC_FILE = /design/flow/constraint.sdc
export NUM_CORES = 4
export LEC_CHECK = 1
export CORE_AREA = 10 10 181 181
export DIE_AREA = 0 0 191 191
--- flow/constraint.sdc ---
current_design EX_MEM

set clk_period 1.0
set clk_io_pct 0.2

create_clock -name clk0 -period $clk_period [get_ports {clk}]

set non_clock_inputs [all_inputs -no_clocks]
set_input_delay [expr $clk_period * $clk_io_pct] -clock clk0 $non_clock_inputs
set_output_delay [expr $clk_period * $clk_io_pct] -clock clk0 [all_outputs]
==> GITHUB_STEP_SUMMARY <==
### Flow metrics

| Metric | Value |
|---|---|
| Routed length on met2 | 6150 microns |
| Core Footprint | between 20000 and 30000 sq um |
| Htree depth | 4 |
| WL met3 | 1910 microns |
| Average cell area after synthesis | 18.0 sq um |
| Netlist area before placement | 3130 sq um |
| Number of max-slew violations in the final report | 0 |
| Total I/O pin count | between 300 and 400 |
| Wirelength, routed | 13000 microns |
| Final count of hold timing violations | 0 |
| Diodes inserted | 0 |
| Number of DRC violations after detailed-routing iteration 0 | 38 |
| Slowest cell on the critical path | sky130_fd_sc_hd__dfxtp_1 |
| Worst path required time | 800 ps |
| Post-route ant nets | 0 |
| Hold-fix buffer count after cts | 0 |
| Count of warnings emitted by yosys | 1 |
| Synth cell types | 3 |
| Final setup violation count | ~150 |
| Failing checks | setup timing |
| Final standard cell count with taps included and fillers excluded | 881 |
| Static leakage | between 0.002 and 0.003 uW |
| CTS Buf Count | 17 |
| FP Core Util | 10.9% |
| Placement-stage worst setup slack | -55.9 ps |
| Post-Route M1 WL | 4790 microns |
| Critical Path, Cell by Cell | buf_2 |
| Total track usage | 6.71% |
| Total congestion overflow | 0 |
| Area growth from synthesis to final layout | 105% |
| Result of the run | finished with violations |
| Final total negative setup slack | -2650 ps |
| Post-synth seq share | 93.4% |
| Most numerous logic cell after layout | sky130_fd_sc_hd__clkdlybuf4s50_1 |
| Final weighted congestion in routability-driven placement | 0.719 |
| Clock Sink Count | 146 |
| Mapped Cells | 174 |
| Clk pin slew, worst setup/hold paths | 70 ps |
| Post-detailed-route via-to-cell ratio | 2.59 |
| Via count of the first global-routing pass | roughly 2700 |
| Per-cell routed wire length | 14.8 microns |
| Total number of vias | approximately 2300 |
| Crit end category | output port |
| Die X-Extent | 191 microns |
| Max rail drop VDD | 0.000827 V |
| Die height | 191 microns |
| Smallest setup slack after layout | -56.2 ps |
| Hold/Removal Path Class | in -> reg |
| Chip area line of the yosys report | around 3100 sq um |
| Commonest cells after routing, fill and taps aside | sky130_fd_sc_hd__clkdlybuf4s50_1, sky130_fd_sc_hd__buf_2, sky130_fd_sc_hd__dfxtp_1 |
| Cell at the root of the clock tree | sky130_fd_sc_hd__clkbuf_16 |
| Final period demand of the worst path | ~1100 ps |
| HPWL after detailed placement | ~11000 microns |
| Maximum Capacitance Violations | 0 |
| Crit-path max cell delay | 310 ps |
| Kind of critical path | reg -> out |
| Number of buffers between clock root and the deepest sink | 2 |
| Std-Cell Rows | 62 |
| Remaining DRCs | 0 |
| Pin count of the biggest net entering global routing | 17 |
| Count of tool warnings | 27 |
| RSZ-0062 raised after global routing | yes |
| Timing-limited maximum frequency | 947 MHz |
| Cell family with most CP delay | flip-flops |
| Flip-flop and latch count after synthesis | 146 |
| CTS tree | yes |
| Wire length of the first global-routing pass | roughly 18000 microns |
| Proportion of layout cells with a drive suffix above 1 | 41.6% |
| PD cells | 2100 nW/um^2 |
| Crit-path max FO | 1 |
| Number of buffer cells added on primary ports | 292 |
| Buffers plus inverters on the worst setup path | 1 |
| Top sig layer | met4 |
| Number of antenna violations at the first check in global routing | 0 |
| Share of the clock period used by the worst path after layout | 106% |
| Arrival time of data at the critical path endpoint | 860 ps |
| Area enclosed by the die boundary | around 36000 sq um |
| Placed instance count | 849 |
| Number of cells in the yosys synthesis report | approximately 170 |
| CP Launch Type | flop |
| Total iterations of the first detailed-routing run | 4 |
metal layers:
metal	vias up	GRT usage, %
met5	-	0
met4	0	0.939
met3	7	4.48
met2	192	10.9
met1	984	7.25
li1	1102	-
registers in the layout (all words and copies together), names as in the netlist:
signal                  count
ALU_result_out             32
branch_destination_out     32
pc_out                     32
read_data_2_out            32
rd_out                      5
bType_out                   2
asByte_out                  1
asUnsigned_out              1
branch_out                  1
jump_out                    1
jump_return_out             1
lt_zero_out                 1
memRead_out                 1
memToReg_out                1
memWrite_out                1
regWrite_out                1
zero_out                    1
stage by stage:
step                      power [uW]  cell area, sq um  hold WS (ps)  util (%)
after CTS                      13800              6380           179      22.2
after floorplan                 6320              3230           228         -
after global placement          7520              6430           648      22.3
final                          13500              6430           213      22.3
after global routing           14200              6430           176      22.3
after detailed placement        7520              6430           652      22.3
synthesized netlist by cell type:
| cell | number | area (sq um) |
|---|---|---|
| sky130_fd_sc_hd__dfxtp_1 | 146 | 2920 |
| sky130_fd_sc_hd__buf_4 | 27 | 203 |
| sky130_fd_sc_hd__conb_1 | 1 | 3.75 |
kinds of logic after synthesis:
logic type,count (synthesis),share of synthesized area (%)
other,1,0.120
DFF,146,93.4
buffers and inverters,27,6.48
layout make-up:
class | count | area, sq um
clock buffer | 18 | 439
clock inverter | 14 | 155
fill | 3102 | 22400
multi-input combinational | 27 | 101
sequential | 146 | 2960
tap | 384 | 480
timing repair buffer | 292 | 2290
what timing repair did:
item / 4_1_cts / 5_1_grt
setup buffers: 0 / 0
gates resized: 504 / 16
endpoints found under the setup margin: 146 / 146
where the power goes:
group	switching, uW	internal, uW	total, uW	leakage [uW]
combinational	174	719	893	0.00127
clock	2650	3770	6420	0.000287
sequential	72.1	6140	6210	0.00123
total	2900	10600	13500	0.00279
final timing paths:
check,from,to,slack [ps],depth (start not counted)
max,pc_out[9]$_DFF_P_,pc_out[9],-60,1
min,ALU_result_in[28],ALU_result_out[28]$_DFF_P_,210,1
Power and IR drop assume default switching activity.
