==> flow/design.v <==
`timescale 1ns / 1ps
module Reg(
    input clk,
    input write_en,
    input [4:0] read_addr_1,
    input [4:0] read_addr_2,
    input [4:0] write_addr,
    input [31:0] write_data,
    output [31:0] read_data_1,
    output [31:0] read_data_2
);
    reg [31:0] register [31:0];
    integer i;
    initial begin
        for (i = 0; i < 32; i = i + 1) register[i] = 32'b0;
    end
    always @(posedge clk) begin
        if (write_en)
            register[write_addr] = write_data;
    end
    assign read_data_1 = register[read_addr_1];
    assign read_data_2 = register[read_addr_2];
endmodule : Reg
==> flow/run.sh <==
#!/bin/bash
# OpenROAD 26Q1-2900-gdf79404cd8, Yosys 0.63+post, stock flow scripts
make -C /OpenROAD-flow-scripts/flow DESIGN_CONFIG=/design/flow/config.mk WORK_HOME=/design/flow/orfs finish
==> flow/config.mk <==
export PLATFORM = sky130hd
export DESIGN_NAME = Reg
export DESIGN_NICKNAME = Reg
export VERILOG_FILES = /design/flow/design.v
export SDC_FILE = /design/flow/constraint.sdc
export NUM_CORES = 4
export LEC_CHECK = 1
export CORE_UTILIZATION = 50
==> flow/constraint.sdc <==
current_design Reg

set clk_period 6.4
set clk_io_pct 0.2

create_clock -name clk0 -period $clk_period [get_ports {clk}]

set non_clock_inputs [all_inputs -no_clocks]
set_input_delay [expr $clk_period * $clk_io_pct] -clock clk0 $non_clock_inputs
set_output_delay [expr $clk_period * $clk_io_pct] -clock clk0 [all_outputs]
==> metrics.cfg <==
[worst_setup_path]
crit_path_end_kind=output pin
arrival_ns=4.30
cp.required_ns=5.12
cp_max_fo=21
startpoint_type=input port
crit_type=input port to output pin

[final_timing]
max-slew-margin-rel_pct=29.2
timing.hold.ws_ns=1.42
finalClockPeriodUsage_pct=87.2
drv_slew=0
rsz0062_at_grt=false
tightest_slew_ns=1.06
clock.fmax_mhz=179
layout_min_cycle_time_ns=5.58
final.setup.tns_ns=0
finalSetupViolations=0
hold_violations=0

[clocking]
cts_setup_buffers=0
root_buffer=clkbuf_16
cts_tree=yes
cts_buffer_depth=3
post_cts_resized=0
cts_sinks=1024
hold_buffers=0
path_clk_slew_ns=0.06
htree_num_levels=3
cts_buffers=108

[synth]
synth_warnings=1
synth.distinct_cells=23
netlist_area_sq_um=48800
yosysCellCount=3386
netlist_instances=3386
postSynthAreaPerCell_sq_um=14.4
ys.flops=1024
ys_seq_share_pct=63.0
yosys_area_sq_um=48800

[placement]
dpl_cell_area_sq_um=51800
dp_hpwl_microns=90800
routabilityCongestion=0.900
io_buffers=112
placed_cells=4679

[final_layout]
drive_above_1_share_pct=9.89
stdcell_count=4877
fillers=7241
final_cell_mix=1024 x mux2i_1, 1024 x edfxtp_1, 194 x nand3_1, 193 x nand2_1
comb_area_sq_um=16800
area_delta_synth_final_pct=13.7
largest_register_ffs=1024
final_cell_area_sq_um=55500
seq_area_sq_um=30700
finish.utilization_pct=57.3

[drt]
dr.pass1.iters=5
wl_microns=159000
diodes=0
viasPerCell=6.46
drt_iter0_markers=2361
ant_nets=0
vias=31500
drc_errors=0
wl_per_cell_microns=32.5

[min_path]
hold_path.class=input port to flip-flop
holdPathStages=2

[power_and_ir_drop]
p_per_area_nw_per_um2=278
leakage_nw=20.5
worst_ir_drop_vdd_v=0.000228

[global_routing]
overflow=0
antenna_found_initial=2
grt_max_degree=86
grt_first_pass_wirelength_microns=227000
grt_usage_pct=35.4
grt_pass1_vias=33000

[floorplanning]
fp-utilization_pct=50.5
rows=114
die-width_microns=314
core_sq_um=96700
boundaryPins=113
die-area_sq_um=98800
dieHeight_microns=314

[run]
warning_count=26
max_cap_violations=0

[outcome]
outcome=complete, no violations

==> area by class of cell <==
cell class / instances / share of cell area (%)
Timing Repair Buffer: 270 / 4.86
Clock inverter: 66 / 1.49
Sequential cell: 1024 / 55.4
Clock buffer: 132 / 5.07
Multi-Input combinational cell: 2109 / 30.3
Tap cell: 1276 / 2.88
==> synth_stat cells <==
cell / instances / share of area, %
buf_2: 70 / 0.72
clkbuf_4: 4 / 0.062
a31oi_1: 64 / 0.82
nand3b_1: 5 / 0.077
and2_1: 2 / 0.026
clkbuf_1: 86 / 0.66
or3_1: 1 / 0.013
or2_2: 2 / 0.026
mux2i_1: 1024 / 21
or3b_2: 3 / 0.054
buf_6: 45 / 1.0
a22oi_1: 192 / 3.0
a21oi_1: 192 / 2.0
nand3_1: 194 / 2.0
edfxtp_1: 1024 / 63
buf_1: 1 / 0.0077
nand2_1: 195 / 1.5
nor3_1: 64 / 0.66
nor2b_1: 4 / 0.051
nor2_1: 35 / 0.27
buf_4: 47 / 0.72
a22o_1: 128 / 2.3
nand2b_1: 4 / 0.051
==> logic make-up after synthesis <==
logic type,synth area share [%]
multiplexers,21.0
AND-OR/OR-AND,8.04
buffers and inverters,3.21
AND/OR/NAND/NOR,4.71
flip-flops,63.0
==> where the power goes <==
group          total, mW  switching (mW)  internal (mW)  leakage, nW
Combinational       1.43           0.888          0.539         9.47
Sequential          7.50          0.0328           7.46         9.22
Clock               6.47            2.57           3.91         1.77
Total               15.4            3.49           11.9         20.5
==> stage by stage <==
stage	setup slack, ns	total power, mW
final	0.820	15.4
after global routing	0.782	15.8
after CTS	0.869	15.5
after floorplan	2.69	8.40
after global placement	0.954	9.03
after detailed placement	0.858	9.05
==> worst paths after layout <==
kind         endpoint            from
max   read_data_1[31]  read_addr_1[2]
min   register[14][0]   write_data[0]
==> worst max-delay path: stages <==
cell	delay (ns)
clkdlybuf4s50_1	0.63
and2_4	0.45
buf_4	0.44
buf_4	0.34
a21oi_1	0.11
a31oi_1	0.23
nand3_1	0.30
clkdlybuf4s50_1	0.51
==> routing by layer <==
layer | global-route usage [%] | up-vias | routed length [microns]
li1 | - | 13700 | -
met1 | 46.2 | 15300 | 54700
met2 | 50.1 | 2146 | 71400
met3 | 23.9 | 362 | 26000
met4 | 10.8 | 4 | 6500
met5 | 1.26 | - | 62
Power is estimated from default activity; no workload was simulated.
