`design.v`:
```
`timescale 1ns / 1ps
module DataMem(
    input clk,
    input write_en,
    input [31:0] read_addr,
    input [31:0] write_addr,
    input [31:0] write_data,
    output [31:0] read_data
);
    reg [31:0] memori [31:0];
    always @(posedge clk) begin
        if (write_en)
            memori[write_addr >> 2] = write_data;
    end
    assign read_data = memori[read_addr >> 2];
endmodule : DataMem
```
`run.sh`:
```
#!/bin/bash
# OpenROAD 26Q1-2900-gdf79404cd8, Yosys 0.63+post, stock flow scripts
make -C /OpenROAD-flow-scripts/flow DESIGN_CONFIG=/design/flow/config.mk WORK_HOME=/design/flow/orfs finish
```
`config.mk`:
```
export PLATFORM = sky130hd
export DESIGN_NAME = DataMem
export DESIGN_NICKNAME = DataMem
export VERILOG_FILES = /design/flow/design.v
export SDC_FILE = /design/flow/constraint.sdc
export NUM_CORES = 4
export LEC_CHECK = 1
export CORE_UTILIZATION = 30
```
`constraint.sdc`:
```
current_design DataMem

set clk_period 6.8
set clk_io_pct 0.2

create_clock -name clk0 -period $clk_period [get_ports {clk}]

set non_clock_inputs [all_inputs -no_clocks]
set_input_delay [expr $clk_period * $clk_io_pct] -clock clk0 $non_clock_inputs
set_output_delay [expr $clk_period * $clk_io_pct] -clock clk0 [all_outputs]
```
==> results_slide.txt <==
Synthesis and Place & Route Summary

Synth
  – Yosys top cell area share: 77.17%
  – Top_reg_cell synth: edfxtp_1
  – Cell type with the largest total area: edfxtp_1
  – Ys cells: 2228
  – Register bit count reported by yosys: 1024
  – Post-synth area hogs: edfxtp_1, mux2i_1, a22oi_1
  – EDFF count, synth: 1024
  – Synth cell types: 24
  – Post-synthesis average cell area: 17.88 um2
  – Sequential-to-total area share from yosys stat: 77.17%
  – Ys Warns: 1
  – Post-synthesis cell count: 2228
  – Netlist Area Pre-Place: 39840 um2
  – Async set or reset register ratio after synthesis: 0%
  – Yosys Chip Area: 39840 um2

GRT
  – Largest net degree at the start of global routing: 91
  – Vias in the first global route: 20690
  – Initial antenna violation count: 9
  – Overflow after GRT: 0
  – First-pass GRT wire length: 136.3 mm
  – Total GRT Usage: 14.92%

Clock tree
  – CTS H-Tree Depth: 3
  – CTS tree: done
  – Clock Tree Root: clkbuf_16
  – Hold buffers post-CTS: 0
  – CTS Buffer Depth: 3
  – Worst-path clk slew: 0.06 ns
  – CTS Buf Count: 94
  – Resized Gates After CTS: 0
  – Post-CTS setup buffers: 0
  – Clk sinks: 1024

Layout
  – Share of post-route cells with drive strength above 1: 11.37%
  – Final core occ: 35.08%
  – Layout area overhead: 15.88%
  – Post-Layout Cell Count: 4209
  – Max reg flops: 1024

Die
  – Die Size: 134300 um2
  – Initial Utilization: 30.27%
  – FP Rows: 133
  – Core box area: 131600 um2
  – Die X: 366.4 um
  – IO Pins: 130
  – Die Y-Extent: 366.4 um

Worst setup path
  – Slowest cell on the critical path: and2_4
  – Cell mode on critical path: clkdlybuf4s50_1
  – Crit path arrival time: 4.33 ns
  – Crit Path Class: in2out
  – CP Capture Type: primary output
  – Cell chain of the critical path: clkdlybuf4s50_1 -> and2_4 -> buf_4 -> a22o_1 -> nor3_1 -> a31oi_1 -> nand3_1 -> clkdlybuf4s50_1
  – CP required: 5.44 ns
  – Worst setup path start: read_addr[3]
  – Critical-path maximum fanout: 44
  – Critical path's largest stage delay: 0.71 ns
  – Crit path launch type: primary input

Placement
  – Post-Place Cells: 4035
  – Post-DP HPWL: 50.88 mm
  – Number of I/O port buffers: 75
  – Placer Congestion: 0.8094

Route
  – Drt pass-1 iters: 4
  – Starting DRC count in detailed routing: 1048
  – DR vias: 20180
  – Vias per cell: 4.794
  – DR WL/cell: 22.53 um
  – Post-route antenna net violation count: 0
  – Total wire length: 94.83 mm
  – DRC: 0

Pwr
  – Tot Pwr: 12.78 mW
  – PwrDens: 276.8 nW/um2
  – Leakage power: 15.62 nW
  – Worst VDD drop: 0.0001998 V

Status
  – Outcome: finished, final reports clean

Min path
  – Hold path cells: 2
  – Hold Crit Class: in2reg
  – Hold Crit Start: write_data[11]

Timing
  – Relative slew slack: 32.88%
  – Final Hold Slack: 1.522 ns
  – Fmax: 175.9 MHz
  – Least-Margin Pin Slew: 1.004 ns
  – Final hold vios: 0
  – Final setup viols: 0
  – Post-route clock period utilization: 83.62%
  – Setup TNS Final: 0 ns
  – Min Clock Period, post-route: 5.686 ns
  – Fin. max-slew vios: 0
  – Unrepaired setup endpoints after global routing: false

Job
  – Max Cap Viol: 0
  – Log Warnings: 80
cell usage after synthesis, types with 3 or more instances:
master,n
a21oi_1,96
a22o_1,64
a22oi_1,96
a31oi_1,32
buf_1,5
buf_2,26
buf_4,33
buf_6,15
clkbuf_1,46
edfxtp_1,1024
mux2i_1,512
nand2_1,98
nand3_1,98
nand3b_1,5
nor2_1,34
nor3_1,32
or3b_2,3
cell type report:
| class | count | area, um2 |
|---|---|---|
| fill | 12040 | 85460 |
| sequential | 1024 | 30750 |
| multi-input combinational | 1077 | 8610 |
| clock buffer | 115 | 2452 |
| tap | 1755 | 2196 |
| timing repair buffer | 179 | 1687 |
| clock inverter | 58 | 476.7 |
| antenna | 1 | 2.502 |
report_power, final:
| part | internal, mW | total (mW) | leakage, nW | switching [mW] |
|---|---|---|---|---|
| clock network | 2.83 | 5.04 | 1.44 | 2.20 |
| logic | 0.267 | 0.709 | 4.95 | 0.442 |
| registers | 7.02 | 7.04 | 9.22 | 0.0144 |
| total | 10.1 | 12.8 | 15.6 | 2.66 |
worst max-delay path, delay by kind of cell:
family / cells / cell delay [ns]
AND/OR/NAND/NOR: 3 / 1.06
buffers and inverters: 3 / 1.49
AND-OR/OR-AND: 2 / 0.39
metrics by stage:
step,setup slack [ns],area (um2)
after floorplan,3.006,39840
after global placement,1.117,43240
after detailed placement,1.067,43240
after CTS,1.064,46170
after global routing,0.9963,46170
final,1.114,46170
cells by family after synthesis:
logic type	share of synthesized area [%]
buffers and inverters	1.890
AOI/OAI and AO/OA	4.924
DFF	77.17
and+or+nand+nor	3.150
muxes	12.86
path summary, 6_finish.rpt:
| path | end | slack, ns |
|---|---|---|
| hold / removal | memori[3][11] | 1.52 |
| setup / recovery | read_data[8] | 1.11 |
per-layer routing:
layer	global-route usage (%)	part of all wire, %
met5	1.104	0.25
met4	2.784	2.2
met3	10.45	15
met2	23.08	48
met1	17.25	35
cells in the final DEF, fill, tap and decap left out, types with 20 or more instances in the layout:
cell type and count:
mux2i_1 512, a22o_1 64, a22oi_1 96, clkdlybuf4s50_1 74, nand2_1 97, nor3_1 32
nand3_1 98, a21oi_1 96, clkinv_2 21, a31oi_1 32, edfxtp_1 1024, buf_4 92
clkinv_1 22, clkbuf_16 95, nor2_4 33, clkbuf_1 20
Power figures rest on the tool's default switching activity, not on a simulated workload.
