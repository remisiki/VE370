==> constraint.sdc <==
current_design CPU

set clk_period 1.6
set clk_io_pct 0.2

create_clock -name clk0 -period $clk_period [get_ports {clock}]

set non_clock_inputs [all_inputs -no_clocks]
set_input_delay [expr $clk_period * $clk_io_pct] -clock clk0 $non_clock_inputs
set_output_delay [expr $clk_period * $clk_io_pct] -clock clk0 [all_outputs]
==> design.v <==
`timescale 1ns / 1ps
module CPU (
    input  hit_miss,
    input  clock,
    output read_write,
    output [9:0] address,
    output [31:0] write_data
);
    parameter  request_total = 5;  
    reg [4:0]  request_num;
    reg        read_write_test[request_total-1:0];
    reg [9:0]  address_test[request_total-1:0];
    reg [31:0] write_data_test[request_total-1:0]; 
    initial begin
        #10 request_num = 0;
        read_write_test[0] = 0; address_test[0] = 10'b0110101001; write_data_test[0] = 0;
        read_write_test[1] = 1; address_test[1] = 10'b0110010101; write_data_test[1] = 10'hfac;
        read_write_test[2] = 0; address_test[2] = 10'b0110010101; write_data_test[2] = 0;
        read_write_test[3] = 0; address_test[3] = 10'b0101010100; write_data_test[3] = 0;
        read_write_test[4] = 0; address_test[4] = 10'b0110010101; write_data_test[4] = 0;
    end
    always @(posedge clock) begin
        if (hit_miss == 1) request_num = request_num + 1;
        else request_num = request_num;
    end
    assign address      = address_test[request_num];
    assign read_write   = read_write_test[request_num];
    assign write_data   = write_data_test[request_num]; 
endmodule
==> run.sh <==
#!/bin/bash
# OpenROAD 26Q1-2900-gdf79404cd8, Yosys 0.63+post, stock flow scripts
make -C /OpenROAD-flow-scripts/flow DESIGN_CONFIG=/design/flow/config.mk WORK_HOME=/design/flow/orfs finish
==> config.mk <==
export PLATFORM = sky130hd
export DESIGN_NAME = CPU
export DESIGN_NICKNAME = CPU
export VERILOG_FILES = /design/flow/design.v
export SDC_FILE = /design/flow/constraint.sdc
export NUM_CORES = 4
export LEC_CHECK = 1
export CORE_AREA = 10 10 70 70
export DIE_AREA = 0 0 80 80
==> flow_metrics.py <==
# Flow results
metrics = {
    "status": {
        "status": "complete, but fails checks",
        "violations": "negative setup slack",
    },
    "yosys": {
        "yosysWarnings": 2,
        "mux_share": 0,
        "netlist_logic_family_top": "buffers and inverters",
        "synthAdderAreaFrac": 0.129,
        "synth_flops": 3,
        "syn_area_um2": 485,
        "ys_cells": 56,
        "yosys.stat.seqShare": 0.186,
        "compound_area_frac": 0,
        "simple_gate_share": 0.0515,
        "ys_sh_xor": 0,
        "avgSynthCellArea_um2": 8.67,
        "yosys_area_um2": 485,
        "synthCells": 56,
        "synth.distinct_cells": 7,
    },
    "final_timing": {
        "whs_ns": 0.763,
        "fmax_mhz": 619,
        "hold_viol": 0,
        "fin_crit_sh": 1.01,
        "min_period_ns": 1.62,
        "rsz0062_at_grt": "yes",
        "fin_skew_ns": 0.00207,
        "fin_ws_ns": -0.0158,
        "setup_violations": 1,
        "slew_violations": 0,
    },
    "floorplanning": {
        "die_h_um": 80,
        "num_rows": 21,
        "coreArea_um2": 3420,
        "pin_count": 45,
        "die_w_um": 80,
        "die_area_um2": 6400,
        "fp_util": 0.142,
    },
    "drt": {
        "diodes": 0,
        "routedWlPerCell_um": 8.70,
        "vias": 290,
        "drt-total-wl_um": 1040,
        "viasPerCell": 2.42,
        "first_pass_iters": 1,
        "final_antenna_net_count": 0,
        "dr.first_iter.drc_count": 0,
        "drc": 0,
    },
    "worst_setup_path": {
        "criticalPathCategory": "flop to output pin",
        "cp.required_ns": 1.28,
        "endpoint_kind": "output pin",
        "crit_path_max_fanout": 3,
        "startpoint_type": "flop",
        "arrival_ns": 1.30,
        "reg2regPathDepth": 5,
    },
    "layout": {
        "drive_gt1_frac": 0.446,
        "largest_reg_flops": 3,
        "area_growth_pct": 38.1,
        "fin_cells": 120,
        "final_area_um2": 671,
    },
    "power": {
        "p_leak_nw": 0.336,
        "switchingPower_mw": 0.0903,
        "p_comb_frac": 0.339,
        "peakVddDrop_v": 0.000135,
        "power.density_nw_per_um2": 532,
        "p_int_mw": 0.267,
        "seqPwrFrac": 0.296,
        "pwr-share-clk": 0.365,
        "switching_share": 0.253,
    },
    "grt": {
        "grt_pass1_wl_um": 1490,
        "grt_start_max_net_pins": 8,
        "track_usage": 0.0278,
        "grt_overflow": 0,
        "grt_pass1_vias": 348,
        "antenna_found_initial": 0,
    },
    "clock_network": {
        "clk_pin_slew_worst_paths_ns": 0.04,
        "htreeDepth": 1,
        "ctsHoldBuffers": 0,
        "clk_latency_ns": 0.23,
        "clock_path_buffers": 2,
        "cts_tree": "yes",
        "clock-sinks": 3,
        "root_buffer": "clkbuf_4",
        "numCtsBuffers": 3,
    },
    "min_path": {
        "holdPathStages": 1,
        "hp-class": "input port to flop",
    },
    "placement": {
        "port_buffers": 15,
        "dp.cells": 110,
        "dp_slack_ns": -0.204,
        "place_area_um2": 539,
        "routabilityCongestion": 0.726,
        "hpwlAfterDp_um": 826,
    },
    "run": {
        "maxCapViolCount": 0,
        "warnings": 30,
    },
}
per-layer routing:
| layer | wire length (µm) | vias to the layer above | global-route usage | part of all wire |
|---|---|---|---|---|
| met4 | 4 | 0 | 0.00528 | 0.0038 |
| met1 | 475 | 122 | 0.0328 | 0.45 |
| met5 | 0 | - | 0 | 0 |
| li1 | - | 136 | - | - |
| met3 | 154 | 2 | 0.0250 | 0.15 |
| met2 | 410 | 30 | 0.0369 | 0.39 |
Yosys cell counts:
library cell   n  share of area
nor2b_1        2          0.026
buf_4         38           0.59
edfxtp_1       3           0.19
inv_1          4          0.031
nand2b_1       2          0.026
conb_1         2          0.015
ha_1           5           0.13
per-stage QoR:
step | setup TNS (ns) | total power, mW | util
floorplan | 0 | 0.191 | -
global placement | -1.37 | 0.197 | 0.158
detailed placement | -1.56 | 0.197 | 0.158
CTS | -0.294 | 0.364 | 0.196
global route | -0.477 | 0.393 | 0.196
finish | -0.0158 | 0.357 | 0.196
area by class of cell:
class	count	area, µm²
Timing Repair Buffer	25	198
Fill cell	388	2750
Sequential cell	3	90.1
Clock buffer	4	26.3
Inverter	4	17.5
Multi-Input combinational cell	38	282
Tap cell	46	57.6
placed cells by master, fill, tap and decap left out, drive strengths merged:
master         netlist  final
buf                 38     14
conb                 2     29
ha                   5      5
inv                  4      4
edfxtp               3      3
nor2b                2      2
clkbuf               0     10
nand2b               2      2
clkdlybuf4s50        0      1
clkdlybuf4s15        0      4
cell families (layout without fill, tap and decap cells):
| family | count (synthesis) | after routing |
|---|---|---|
| buffers and inverters | 42 | 33 |
| adder cells (fa/ha/maj) | 5 | 5 |
| AND/OR/NAND/NOR | 4 | 4 |
| flip-flops | 3 | 3 |
| other | 2 | 29 |
final timing paths:
check | start | end | slack [ns]
worst max-delay path | request_num[0] | address[6] | -0.02
worst min-delay path | hit_miss | request_num[0] | 0.76
worst max register to register | request_num[0] | request_num[2] | 0.27
worst min register to register | request_num[1] | request_num[1] | 0.81
power by group through the flow:
stage / registers (mW) / logic [mW] / clock network, mW
4_1_cts: 0.105 / 0.120 / 0.140
5_1_grt: 0.107 / 0.144 / 0.142
6_report: 0.106 / 0.121 / 0.130
critical path, stage by stage, from the launching register on:
cell      delay, ns
edfxtp_1       0.41
buf_6          0.15
buf_6          0.11
ha_4           0.15
ha_4           0.14
buf_2          0.10
timing repair:
| item | 4_1_cts | 5_1_grt |
|---|---|---|
| buffers inserted | 8 | 0 |
| pin swaps | 1 | 3 |
| setup endpoints to repair | 14 | 14 |
| hold endpoints to repair | 0 | 0 |
| gates resized | 42 | 21 |
Power is estimated from default activity; no workload was simulated.
